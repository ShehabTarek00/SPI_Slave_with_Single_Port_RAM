**run.sh**
```bash
#!/bin/bash
# OpenROAD 26Q1-2900-gdf79404cd8, Yosys 0.63+post, stock flow scripts
make -C /OpenROAD-flow-scripts/flow DESIGN_CONFIG=/design/flow/config.mk WORK_HOME=/design/flow/orfs finish
```
**constraint.sdc**
```tcl
current_design SPI_Wrapper

set clk_period 1.8
set clk_io_pct 0.2

create_clock -name clk0 -period $clk_period [get_ports {clk}]

set non_clock_inputs [all_inputs -no_clocks]
set_input_delay [expr $clk_period * $clk_io_pct] -clock clk0 $non_clock_inputs
set_output_delay [expr $clk_period * $clk_io_pct] -clock clk0 [all_outputs]
```
**config.mk**
```make
export PLATFORM = sky130hd
export DESIGN_NAME = SPI_Wrapper
export DESIGN_NICKNAME = SPI_Wrapper
export VERILOG_FILES = /design/flow/design.v
export SDC_FILE = /design/flow/constraint.sdc
export NUM_CORES = 4
export LEC_CHECK = 1
export CORE_AREA = 10 10 70 70
export DIE_AREA = 0 0 80 80
```
**design.v**
```verilog
module Counter #(parameter Max_Count = 10) (
	input clk,    
	input enable, 
	input rst_n,
	output reg [$clog2(Max_Count)-1:0] Count  
);
always @(posedge clk or negedge rst_n) begin 
	if (~rst_n) begin
		Count <= 0;
	end
	else if (~(Count == (Max_Count+1))) begin  
		Count <= Count + 1;
	end
	else begin
		Count <= 0 ;
	end
end
endmodule : Counter
module SPI_Slave_Interface #(parameter ADDR_SIZE = 8 , parameter Max_Count = 10) (
	input clk,    
	input rst_n,  
	input SS_n,
	input tx_valid,  
	input  [ADDR_SIZE-1:0] tx_data,  
	input MOSI,  
	output reg rx_valid,  
	output [ADDR_SIZE+1:0] rx_data, 
	output reg MISO,  
	output [9:0] Internal_SPI_Reg_value,  
	output [2:0] current_state,  
	output address_saved_flag,  
	output [$clog2(Max_Count)-1:0] spi_count  
);
reg rst_n_counter;
localparam Count_Width = $clog2(Max_Count);
wire [Count_Width-1:0] Count;
Counter #(Max_Count) Counter_10 (clk,(~SS_n),rst_n_counter,Count);
reg Address_Saved; 
localparam IDLE		=3'd0;
localparam CHK_CMD	=3'd1;
localparam WRITE	=3'd2;
localparam READ_ADD =3'd3;
localparam READ_DATA=3'd4;
reg [2:0] Current_State,Next_State;
reg [9:0] Internal_SPI_Reg;
always @(posedge clk or negedge rst_n) begin 
	if(~rst_n) begin
		Current_State <= IDLE;
		Internal_SPI_Reg <= 'b0;
	end else begin
		Current_State <= Next_State;
	end
end
always @(*) begin 
	case (Current_State)
	IDLE : 
	begin
		if (SS_n) begin
		 	Next_State = IDLE;
		 	rst_n_counter = 0;
		 end 
		 else begin
		 	Next_State = CHK_CMD;
		 end
	end
	CHK_CMD : 
	begin 
		rst_n_counter = 1;
		if (SS_n) begin
			Next_State = IDLE;
		end
	 	else begin 
		 	if (MOSI == 0) begin
		 		Next_State = WRITE;
		 		rst_n_counter = 0;
		 	end
	 	else if (MOSI == 1) begin
	 		if (Address_Saved) begin
	 			Next_State = READ_DATA ;
	 			rst_n_counter = 0;
	 		end
	 	else begin
	 		Next_State = READ_ADD ;
	 		rst_n_counter = 0;
	 		end
	 	end
	 	end
	end
	WRITE : 
	begin 
		rst_n_counter = 1;
		if (SS_n) begin
			Next_State = IDLE;
		end
		else if (Count < 10) begin
			Next_State = WRITE;
		end
		else begin
			rst_n_counter = 0;
			Next_State = IDLE;
		end 
	end
	READ_ADD : 
	begin 
		rst_n_counter = 1;
		if (SS_n) begin
			Next_State = IDLE;
		end
		else if (Count < 10) begin
			Next_State = READ_ADD;
		end
		else begin
			rst_n_counter = 0;
			Next_State = IDLE;
		end 
	end
	READ_DATA : 
	begin 
		rst_n_counter = 1;
		if (SS_n) begin
			Next_State = IDLE;
		end
		else if (Count < 10) begin
			Next_State = READ_DATA;
		end
		else begin
			rst_n_counter = 0;
			Next_State = IDLE;
		end 
	end
	default : 
	begin
		rst_n_counter = 0;
		Next_State = IDLE;
	end 
	endcase
end
always @(posedge clk) begin   
	case (Current_State)
		IDLE : 
			begin
				rx_valid = 0;
        		Internal_SPI_Reg = 'b0;
			end
		CHK_CMD : 
			begin
				rx_valid = 0;
        		if (~SS_n) Internal_SPI_Reg = {9'b0,MOSI};
			end
		WRITE : 
			begin
				if (~SS_n && Count < 10) begin
				rx_valid = 0;
				Internal_SPI_Reg = {Internal_SPI_Reg[8:0], MOSI}; 
	            end
				else rx_valid = 1; 
			end
		READ_ADD : 
			begin
				if (~SS_n && Count < 10) begin
				rx_valid = 0;
				Internal_SPI_Reg = {Internal_SPI_Reg[8:0], MOSI}; 
	            end
				else rx_valid = 1; 
			end
		READ_DATA : 
			begin
				if (Count < 9 && (~SS_n)) begin
				if (tx_valid) MISO = tx_data[Count];
            	rx_valid = 0;
            	Internal_SPI_Reg = {Internal_SPI_Reg[8:0], MOSI};
	            end
	           	else rx_valid = 1;
			end
		default : 
			begin
				rx_valid = 0;
        		Internal_SPI_Reg = 'b0;
			end
	endcase
end 
always @(posedge clk or negedge rst_n) begin  
	if(~rst_n) begin
		 Address_Saved <= 0;
	end else begin
		if ((Count == 'd9) && (Current_State == READ_ADD)) Address_Saved <= 1'b1;
		else if ((Count == 'd9) && (Current_State == READ_DATA)) Address_Saved <= 1'b0;
	end
end
assign rx_data = (rx_valid == 1)  ? Internal_SPI_Reg : 'bX ;
assign current_state = Current_State;
assign address_saved_flag = Address_Saved;
assign spi_count = Count;
assign Internal_SPI_Reg_value = Internal_SPI_Reg;
endmodule : SPI_Slave_Interface
module SPI_Wrapper (
	input clk, 
	input rst_n,
	input MOSI,
	input  SS_n,
	output MISO ,
	output [7:0] ram_data_out,  
	output [9:0] Internal_SPI_Reg_value,  
	output [2:0] current_state,  
	output address_saved_flag,  
	output [3:0] spi_count ,  
	output tx_valid_wrap  
);
localparam MEM_DEPTH = 256;
localparam ADDR_SIZE = 8;
localparam Max_Count = 10;
wire tx_valid;  
wire [ADDR_SIZE-1:0]tx_data;  
wire rx_valid;  
wire [ADDR_SIZE+1:0]rx_data; 
wire [ADDR_SIZE+1:0] Internal_SPI_Reg_value_wrap;
wire [2:0] current_state_wrap;
wire address_saved_flag_wrap;
wire [3:0] spi_count_wrap ;
Single_Port_Asynch_RAM #(MEM_DEPTH,ADDR_SIZE) SPI_RAM (
	.clk     (clk),
	.rst_n   (rst_n),
	.tx_valid(tx_valid),
	.rx_valid(rx_valid),
	.din     (rx_data),
	.dout    (tx_data)
	);
SPI_Slave_Interface #(ADDR_SIZE,Max_Count) SPI_Interface (
	.clk                   (clk),
	.rst_n                 (rst_n),
	.SS_n                  (SS_n),
	.tx_valid              (tx_valid),
	.rx_valid              (rx_valid),
	.MOSI                  (MOSI),
	.MISO                  (MISO),
	.tx_data               (tx_data),
	.rx_data               (rx_data),
	.Internal_SPI_Reg_value(Internal_SPI_Reg_value_wrap),
	.spi_count             (spi_count_wrap),
	.current_state         (current_state_wrap),
	.address_saved_flag    (address_saved_flag_wrap)
	);
assign  Internal_SPI_Reg_value  =Internal_SPI_Reg_value_wrap ;
assign current_state  = current_state_wrap;
assign address_saved_flag  = address_saved_flag_wrap;
assign spi_count  = spi_count_wrap;
assign tx_valid_wrap = tx_valid;
assign ram_data_out = tx_data;
endmodule : SPI_Wrapper
module Single_Port_Asynch_RAM #(parameter MEM_DEPTH = 256,parameter ADDR_SIZE = 8)(
	input clk,    
	input rst_n,  
	input [ADDR_SIZE+1:0] din,
	input rx_valid,
	output reg tx_valid,
	output [ADDR_SIZE-1:0] dout
);
reg [ADDR_SIZE-1:0] Memory [0:MEM_DEPTH-1];
reg [ADDR_SIZE-1:0] dout_reg;
reg Address_Saved;
reg [ADDR_SIZE-1:0] Write_Address_reg;
reg [ADDR_SIZE-1:0] Read_Address_reg;
always @(posedge clk or negedge rst_n) begin 
	if(~rst_n) begin
		 dout_reg <= 'b0;
		 tx_valid <= 0;
		 Address_Saved<=0;
		 Write_Address_reg <=0; 
		 Read_Address_reg <=0;
	end else if (rx_valid) begin
		case (din[9:8])
		2'b00 : begin 
			Write_Address_reg <= din[7:0];
			Address_Saved<=1;
			tx_valid<=0;
		end
		2'b01 : begin 
			Memory[Write_Address_reg] <= din[7:0];
			Address_Saved<=0;
			tx_valid<=0;
		end
		2'b10 : begin 
			Read_Address_reg <= din[7:0];
			Address_Saved<=1;
			tx_valid<=0;
		end
		2'b11 : begin 
			tx_valid <= 1;
			dout_reg <= Memory[Read_Address_reg];
			Address_Saved <= 0;
		end
		endcase
	end 
end
assign dout = dout_reg;
endmodule : Single_Port_Asynch_RAM
```
==> flow.log <==
[report] implementation figures
[metrics] count of endpoints failing setup in the final report: 0
[metrics] maximum clock frequency: 0.5907 GHz
[metrics] final weighted congestion of routability-driven global placement: 0.7042
[metrics] classification of the worst-slack hold path: input port to async pin
[metrics] Power, Total: 0.4430 mW
[metrics] global-route usage over all layers: 3.614%
[metrics] highest fanout seen on the critical path: 10
[metrics] sort of element at the start of the critical path: flop
[metrics] category of the most critical setup path: flop to primary output
[metrics] depth of the critical timing path with buffers and inverters included: 1
[metrics] number of clock buffers inserted by TritonCTS: 3
[metrics] top-level port count: 32
[metrics] most frequent cells in the layout: conb_1, clkdlybuf4s50_1, dfrtp_1, nand2_1
[metrics] yosys warns: 30
[metrics] status: completed
[metrics] cts repair resizes: 0
[metrics] setup repair after global routing missed its margin: false
[metrics] estimated wirelength of the detail-placed design: 1.012 mm
[metrics] std cell rows: 21
[metrics] #FFs+latches synth: 9
[metrics] fraction of layout instances using a drive strength above 1: 9.211%
[metrics] I/O Buffers: 11
[metrics] Cell Area, Synth: 619.3 um2
[metrics] kind of end point of the critical path: primary output
[metrics] horizontal die dimension: 80 um
[metrics] family of cells with the greatest summed delay on the critical path: buffers and inverters
[metrics] number of iterations in the first detailed-routing pass: 2
[metrics] IR Drop Worst-Case VDD: 0.2360 mV
[metrics] total global routing overflow: 0
[metrics] highest cell delay on the worst timing path: 0.55 ns
[metrics] Routed wire per std cell: 10.06 um
[metrics] number of slew-limit violations in the final report: 0
[metrics] clock-pin slew on the worst setup and hold paths: 0.05 ns
[metrics] crit path cell chain: clkdlybuf4s50_1
[metrics] Die Height: 80 um
[metrics] number of max-capacitance violations reported: 0
[metrics] register pins left without a clock: 1
[metrics] fin crit share: 94.06%
[metrics] final design instance area without fill: 718.2 um2
[metrics] Post-Layout Cell Count: 122
[metrics] Die Outline Area: 0.006400 mm2
[metrics] total inserted antenna cells: 0
[metrics] CTS tree: yes
[metrics] Post-DRT Antenna Nets: 0
[metrics] cell with the largest stage delay on the worst path: clkdlybuf4s50_1
[metrics] Worst Reg2Reg Path Length in Cells: 5
[metrics] Cells after DPL: 119
[metrics] CP arrival: 1.33 ns
[metrics] yosys cell count: 65
[metrics] buffer levels on the longest clock path: 2
[metrics] post-placement cell area: 695.7 um2
[metrics] cell at the root of the clock tree: clkbuf_4
[metrics] Distinct lib cells used: 28
[metrics] Post-Syn Area per Cell: 9.528 um2
[metrics] vias in the first global route: 387
[metrics] cts-stage hold buffer count: 0
[metrics] total negative slack for setup checks: 0 ns
[metrics] vias per cell: 3.451
[metrics] count of endpoints without a timing constraint: 1
[metrics] first-pass GRT wire length: 1.849 mm
[metrics] combined buffer and inverter count along the critical path: 1
[metrics] Top cell excl fill/tap: conb_1
[metrics] Layout Skew: 0.002399 ns
[metrics] number of levels in the clock H-tree: 1
[metrics] min cycle time layout: 1.693 ns
[metrics] worst-case hold slack: 0.3073 ns
[metrics] Required @ worst endpoint: 1.44 ns
[metrics] DRC errors left: 0
[metrics] post-synthesis instance total: 65
[metrics] final WL: 1.227 mm
[metrics] endpoints failing hold: 0
[metrics] pwr/cell area: 616.8 mW/mm2
[metrics] standby leakage power: 0.3493 nW
[metrics] routed via count: 421
[metrics] number of warnings in the stage logs: 26
[metrics] starting density of the core: 18.13%
[metrics] Floorplan Core Area: 0.003416 mm2
[metrics] initial antenna violation count: 0
[metrics] DRC violation total after the first TritonRoute iteration: 19
[metrics] clk latency of the worst-skew pair: 0.25 ns
[metrics] post-CTS repair timing setup buffer count: 0
[metrics] pin count of the biggest net entering global routing: 12
[metrics] area growth from synthesis to final layout: 15.96%
[metrics] post-synth area from yosys stat: 619.3 um2
## per-stage QoR
stage	worst slack, ns	utilization (%)
after floorplan	0.7502	-
final	0.1070	21.03
after global placement	0.3931	20.37
after detailed placement	0.3652	20.37
after global routing	0.05198	21.03
after CTS	0.1018	21.03
## power breakdown
part	switching [mW]	leakage, nW	internal [mW]	total, mW
logic	0.0231	0.228	0.0593	0.0824
registers	0.0310	0.107	0.196	0.227
clock network	0.0571	0.0138	0.0760	0.133
total	0.111	0.349	0.332	0.443
## routing by layer
layer	share of wire (%)	track usage (%)
met2	35	4.334
met1	45	4.610
met4	0.49	0.3521
met3	19	3.523
met5	0	0
## registers in the layout, indices dropped and copies added, names as in the netlist
name	cells
SPI_Interface.Address_Saved	1
SPI_Interface.Counter_10.Count	4
SPI_Interface.Current_State	3
SPI_Interface.rst_n_counter	1
## Yosys cell counts (all sizes together)
master,n,area share (%)
a211o,1,1.4
a211oi,2,4.0
a21boi,1,1.2
a21o,1,1.2
a2bb2oi,1,1.4
a31oi,1,1.0
buf,22,26
conb,1,0.61
dfrtp,8,32
dlxtn,1,2.4
ha,2,4.0
inv,3,1.8
mux2i,1,1.6
nand2,4,2.4
nand2b,1,2.2
nand3,1,0.81
nand3b,2,2.4
nand4b,1,1.4
nor2,2,1.2
nor3,1,0.81
nor4,1,1.0
o211a,1,1.6
o21ai,3,3.0
o22ai,1,1.0
o31ai,1,1.2
xor2,1,1.4
## final cells by class
class                      count  area (um2)
multi-input combinational     50       301.5
sequential                     9       215.2
timing repair buffer          11       110.1
tap                           46       57.56
inverter                       3       11.26
fill                         375        2698
clock buffer                   3       22.52
## cell families (layout without fill, tap and decap cells)
kind of cell,count (synthesis),count (layout),synth area share [%]
adders and majority gates,2,2,4.040
buffers and inverters,25,17,28.08
and+or+nand+nor,13,13,12.32
muxes,1,1,1.616
latches,1,1,2.424
xor gates and xnor gates,1,1,1.414
AOI/OAI and AO/OA,13,13,17.17
other,1,20,0.6055
DFF,8,8,32.32
## final timing paths
path                                                                   from                                     endpoint  slack, ns
max in group asynchronous                                             rst_n      SPI_Interface.Address_Saved$_DFFE_PN0P_       1.33
worst max register to register  SPI_Interface.Counter_10.Count[1]$_DFF_PN0_      SPI_Interface.Address_Saved$_DFFE_PN0P_       0.63
worst min-delay path                                                  rst_n     SPI_Interface.Current_State[2]$_DFF_PN0_       0.31
worst min register to register  SPI_Interface.Counter_10.Count[0]$_DFF_PN0_  SPI_Interface.Counter_10.Count[0]$_DFF_PN0_       0.53
min in group clk0               SPI_Interface.Counter_10.Count[0]$_DFF_PN0_  SPI_Interface.Counter_10.Count[0]$_DFF_PN0_       0.53
worst max-delay path               SPI_Interface.Current_State[1]$_DFF_PN0_                             current_state[1]       0.11
Power figures rest on the tool's default switching activity, not on a simulated workload.
